==> flow/design.v <==
package types;
  typedef enum logic [1:0] {
    EQ = 2'b00,
    NE = 2'b01,
    LT = 2'b10,
    GE = 2'b11
  } branch_op_e;
  typedef enum logic [6:0] {
    NORMAL = 7'b0000000,
    ALT    = 7'b0100000
  } alu_funct7_e;
  typedef enum logic [2:0] {
    ADD  = 3'b000,
    AND  = 3'b111,
    OR   = 3'b110,
    XOR  = 3'b100,
    SLT  = 3'b010,
    SLTU = 3'b011,
    SLL  = 3'b001,
    SRL  = 3'b101
  } alu_funct3_e;
  typedef enum {
    R_TYPE,
    I_TYPE,
    S_TYPE,
    B_TYPE,
    U_TYPE,
    J_TYPE,
    INVALID_TYPE
  } inst_format_e;
  typedef enum {
    WB_ALU,
    WB_IMM,
    WB_PC_IMM,
    WB_RAM,
    WB_JAL,
    WB_JALR,
    WB_B
  } wb_sel_e;
  typedef enum logic {
    REG = 1'b0,
    IMM = 1'b1
  } alu_src_e;
  typedef enum logic [1:0] {
    BYTE = 2'b00,
    HALF_WORD = 2'b01,
    WORD = 2'b10
  } ram_size_e;
endpackage
`timescale 1ns / 1ps
module reg_file (
    input         clock,
    input         wr_enable,
    input  [ 4:0] rd_address,
    input  [ 4:0] rs1_address,
    input  [ 4:0] rs2_address,
    input  [31:0] rd_data,
    output [31:0] rs1_data,
    output [31:0] rs2_data
);
  logic [31:0] register[32];
  assign rs1_data = register[rs1_address];
  assign rs2_data = register[rs2_address];
  initial begin
    for (int i = 0; i < 32; i = i + 1) begin
      register[i] = 32'b0;
    end
  end
  always_ff @(posedge clock) begin
    if (wr_enable) begin
      if (rd_address != 5'b0) begin
        register[rd_address] <= rd_data;
      end
    end
  end
endmodule
==> flow/run.sh <==
#!/bin/bash
# OpenROAD 26Q1-2900-gdf79404cd8, Yosys 0.63+post, stock flow scripts
make -C /OpenROAD-flow-scripts/flow DESIGN_CONFIG=/design/flow/config.mk WORK_HOME=/design/flow/orfs finish
==> flow/config.mk <==
export PLATFORM = sky130hd
export DESIGN_NAME = reg_file
export DESIGN_NICKNAME = reg_file
export VERILOG_FILES = /design/flow/design.v
export SDC_FILE = /design/flow/constraint.sdc
export NUM_CORES = 4
export LEC_CHECK = 1
export CORE_UTILIZATION = 30
==> flow/constraint.sdc <==
current_design reg_file

set clk_period 6.0
set clk_io_pct 0.2

create_clock -name clk0 -period $clk_period [get_ports {clock}]

set non_clock_inputs [all_inputs -no_clocks]
set_input_delay [expr $clk_period * $clk_io_pct] -clock clk0 $non_clock_inputs
set_output_delay [expr $clk_period * $clk_io_pct] -clock clk0 [all_outputs]
==> flow_metrics.env <==
# physical design summary
export IMPL_status="finished, final reports clean"
export IMPL_cp_data_required_time_ns=4.80
export IMPL_fp_util=0.3030
export IMPL_clock_sinks=1024
export IMPL_p_leak_nw=20.33
export IMPL_die_h_um=405.1
export IMPL_ys_cells=3386
export IMPL_p_switching_w=0.003681
export IMPL_slew_viol_final=0
export IMPL_yosys_area_top_type_share=0.6307
export IMPL_syn_area_per_cell_um2=14.40
export IMPL_routedWlPerCell_um=26.72
export IMPL_edf_count=1024
export IMPL_yosysChipArea_mm2=0.04876
export IMPL_tool_warnings=26
export IMPL_cts_resized=0
export IMPL_largest_register="register"
export IMPL_chip_area_mm2=0.1641
export IMPL_reg_largest_list="register: 1024 flops"
export IMPL_mux_area_frac=0.2102
export IMPL_cts_tree="built"
export IMPL_ctsLongestPathBuffers=3
export IMPL_synth_cellmix_compoundShare=0.08048
export IMPL_die_w_um=405.1
export IMPL_seq_power_share=0.516
export IMPL_syn2layout_area_growth_pct=15.10
export IMPL_utilization=0.3487
export IMPL_ys_ff=1024
export IMPL_fin_crit_ns=5.241
export IMPL_combinationalPowerShare=0.097
export IMPL_grt_pass1_wl_um=219700
export IMPL_maxCapViolCount=0
export IMPL_gp_congestion=0.8646
export IMPL_rsz0062_at_grt="no"
export IMPL_top_area_cell="edfxtp_1"
export IMPL_path_class="in2out"
export IMPL_grt_pass1_vias=31920
export IMPL_startpoint="rs1_address[0]"
export IMPL_firstDrtPassIters=7
export IMPL_hp_class="in2reg"
export IMPL_synthSimpleGateAreaFrac=0.04709
export IMPL_crit_path_start_kind="input pin"
export IMPL_area_leaders="edfxtp_1 63%, mux2i_1 21%, a22oi_1 3.0%"
export IMPL_async_flop_share=0
export IMPL_ys_warn_count=1
export IMPL_drtAntennaViolNets=0
export IMPL_pin_count=113
export IMPL_ys_sh_xor=0
export IMPL_grt_max_degree=86
export IMPL_grt_ovfl_total=0
export IMPL_drive_above_1_share=0.09509
export IMPL_crit_path_end_kind="primary output"
export IMPL_crit_arrival_ns=4.04
export IMPL_power_internal_w=0.01186
export IMPL_p_clk_frac=0.387
export IMPL_final_setup_worst_slack_ns=0.7594
export IMPL_track_usage=0.1966
export IMPL_syn_inst=3386
export IMPL_synth_cell_type_count=24
export IMPL_relSlewSlack=0.4610
export IMPL_tightest_slew_ns=0.8086
export IMPL_hold_buffers=0
export IMPL_flop_cell="edfxtp_1"
export IMPL_fillCellCount=15160
export IMPL_fmax_ghz=0.1908
export IMPL_h_tree_depth=3
export IMPL_vias_per_cell=5.317
export IMPL_hold_viol=0
export IMPL_largest_reg_flops=1024
export IMPL_setup_viol=0
export IMPL_io_buffers=112
export IMPL_peakVddDrop_uv=231.6
export IMPL_seq_area_frac_synth=0.6307
export IMPL_drc=0
export IMPL_diodes=0
export IMPL_p_sw_frac=0.2368
export IMPL_finalPower_w=0.01554
export IMPL_antenna_found_initial=7
export IMPL_postCtsSetupBuffers=0
export IMPL_hp_start="rd_data[17]"
export IMPL_placeableCoreArea_mm2=0.1609
export IMPL_cts_buffers=99
export IMPL_logic_family="multiplexers"
export IMPL_root_buffer="clkbuf_16"
export IMPL_vias=30660
export IMPL_syn_area_mm2=0.04876
export IMPL_num_rows=147
export IMPL_routed_wl_um=154100
export IMPL_dpl_hpwl_um=86220
export IMPL_fin_hold_ws_ns=1.301
export IMPL_adder_share=0
export IMPL_finalSetupTns_ns=0
export IMPL_period_used=0.8734
export IMPL_p_per_area_mw_per_mm2=276.9
export IMPL_drtIter0Drc=2019
export IMPL_common_cells="1024 x edfxtp_1, 1024 x mux2i_1, 195 x nand2_1"
export IMPL_crit_path_max_fanout=36
export IMPL_dp_slack_ns=0.8287
export IMPL_clk_pin_slew_ns=0.06
==> area by class of cell <==
class	count	area (µm²)	area share
clock buffers	116	2584	0.04604
clock inverters	64	505.5	0.009007
multi-input cells	2140	16890	0.3009
flip-flops and latches	1024	30750	0.5479
well taps	2160	2703	0.04816
repair buffers	263	2690	0.04794
==> power groups by stage <==
stage | sequential [W] | combinational [W] | clock (W)
after CTS | 0.00802 | 0.00151 | 0.00610
after global routing | 0.00802 | 0.00161 | 0.00635
final | 0.00802 | 0.00151 | 0.00601
==> metrics by stage <==
step                cell area, µm²  cells
floorplan                    48870   3417
global placement             53030   5587
detailed placement           53030   5587
CTS                          56120   5767
global route                 56120   5767
finish                       56120   5767
==> critical path, cell delays in order <==
cell and delay (ns):
clkdlybuf4s50_1 0.63, and2_4 0.58, buf_12 0.33, a22o_1 0.19, nor3_1 0.04, a31oi_1 0.34
nand3_1 0.24, clkdlybuf4s50_1 0.46
==> layout by cell type (no fill, tap or decap), drive strengths merged, types with 32 or more instances in the layout <==
master and instances:
conb 32, nand3 194, nor3 64, nor2 34, clkinv 54, buf 153, clkdlybuf4s50 110, edfxtp 1024
a31oi 64, a22oi 192, a21oi 192, a22o 128, clkbuf 116, mux2i 1024, nand2 195
==> final timing paths <==
check,slack (ns),endpoint,depth (start not counted)
setup / recovery,0.76,rs1_data[31],8
hold / removal,1.30,register[18][17],2
==> kinds of logic after synthesis <==
logic type	Yosys count
multiplexers	1024
flip-flops	1024
AND-OR/OR-AND	576
AND/OR/NAND/NOR	508
buffers and inverters	253
other	1
==> per-layer routing <==
layer | share of wire | GRT usage
met5 | 0.0016 | 0.008326
met4 | 0.032 | 0.05197
met3 | 0.15 | 0.1313
met2 | 0.45 | 0.2917
met1 | 0.36 | 0.2369
Power is estimated from default activity; no workload was simulated.
